==> flow/design.v <==
module UDCounter8bit(clk,enable,reset,mode,count,tc);
    input clk, enable, reset, mode;
    output reg [7:0] count;
    output reg tc;
    always @(posedge clk)
    begin
        if(enable)
        begin
            if(reset)
            begin
                count = 0;
                tc = 0;
            end
            else
            begin
                if (mode==0)
                begin
                    count = count + 1;
                    if (count==255)
                        tc = 1;
                    else
                        tc = 0;
                end
                else
                begin
                    count = count - 1;
                    if (count == 0)
                        tc = 1;
                    else
                        tc = 0;
                end
            end
        end
    end
endmodule
==> flow/run.sh <==
#!/bin/bash
# OpenROAD 26Q1-2900-gdf79404cd8, Yosys 0.63+post, stock flow scripts
make -C /OpenROAD-flow-scripts/flow DESIGN_CONFIG=/design/flow/config.mk WORK_HOME=/design/flow/orfs finish
==> flow/config.mk <==
export PLATFORM = sky130hd
export DESIGN_NAME = UDCounter8bit
export DESIGN_NICKNAME = UDCounter8bit
export VERILOG_FILES = /design/flow/design.v
export SDC_FILE = /design/flow/constraint.sdc
export NUM_CORES = 4
export LEC_CHECK = 1
export CORE_AREA = 10 10 70 70
export DIE_AREA = 0 0 80 80
==> flow/constraint.sdc <==
current_design UDCounter8bit

set clk_period 2.7
set clk_io_pct 0.2

create_clock -name clk0 -period $clk_period [get_ports {clk}]

set non_clock_inputs [all_inputs -no_clocks]
set_input_delay [expr $clk_period * $clk_io_pct] -clock clk0 $non_clock_inputs
set_output_delay [expr $clk_period * $clk_io_pct] -clock clk0 [all_outputs]
==> results.txt <==
Implementation progress

After synthesis the cells add up to 752.0 µm². The power report attributes to the combinational group a share of 21.3%. The number of cells on the worst reg-to-reg path is 6. Of all cell types, the one taking the most synthesized area is sky130_fd_sc_hd__edfxtp_1.

Setup repair after global routing left no endpoint under its margin. The cell row count stands at 21. Looking at the power breakdown, sequential logic takes about half of the total. The final cycle utilization of the critical path stands at about three quarters. The number of violations of the max-capacitance limit stands at 0.

met3 track demand over resource after global routing is 1.364%. The floorplan step defined a die boundary enclosing 6400 µm². The pin count of the biggest net entering global routing stands at 13. The post-cts hold-fix buffer tally stands at 0. Per the OpenROAD power report, switching power amounts to 105.7 µW. The cell internal power dissipation stands at 271.0 µW.

The power density over the cells stands at 417.1 nW/µm². The most critical setup path has its startpoint at count[3]. The share of power burned in the clock network stands at 27.8%. The wire length per cell stands at ~12 µm.

Traced cell by cell, the critical path runs through clkdlybuf4s50_1. The commonest register cell is sky130_fd_sc_hd__edfxtp_1. The detailed router reported a total wirelength of between 1.5 and 2 mm. The setup TNS stands at 0 ns. In this run the number of H-tree levels came out at 1. The tree is rooted in a sky130_fd_sc_hd__clkbuf_4. The clock passes through at most 2 buffers. The fraction of layout instances using a drive strength above 1 stands at 10.98%. The floorplan step set the die width to 80 µm.

Per the hold report, the tightest min-delay path originates at count[7]. After detailed routing, the number of vias per cell comes to approximately 4.6. In this run switching power makes up 28.07% of total power. STA classifies the critical path endpoint as an output port.

Hold is met by around 0.78 ns. The number of antenna violations at the first check in global routing stands at 0. The latest clock arrival within the worst-skew pair stands at 0.26 ns. During I/O placement, the number of pins put on the boundary was 13. The count of distinct cell types in the synthesized netlist stands at 38.

The fmax stands at 497.7 MHz. For this design, Yosys synthesis ends with a cell count of between 70 and 80. The number of global-route vias before repair stands at 517.

For this run, the register share of the synthesized area comes to 35.94%. Once iteration 0 of detailed routing completed, the report listed 8 DRC markers. In this run the critical register-to-register path is launched from count[0].

The critical-path maximum fanout stands at 12. The critical path is of the flop to output port type. The synthesis-to-finish area growth stands at 20.13%.

Post-CTS repair changed the size of 0 cells. The final tally of hold violations stands at 0. The placer's final routability congestion estimate stands at 0.8370.

The slew check shows that the tightest pin keeps a relative margin of between 60% and 70%. The number of antenna repair diodes stands at 0. The count of input and output buffers stands at 12. Once detailed placement completed, the half-perimeter wirelength came to 1.208 mm. Summed over all layers, the global routing overflow is 0. The routed layout reports a DRC error count of 0. The iteration count of the initial detailed-routing pass stands at 4. The worst hold path was traced through 2 stages. The worst register-to-register path ends at count[6]. The worst setup path is launched from a flop. The first-pass GRT wire length stands at 2.622 mm. By instance count, the leading cell after synthesis is sky130_fd_sc_hd__edfxtp_1. The synthesis report lists the most area-consuming cells as sky130_fd_sc_hd__edfxtp_1 (36%), sky130_fd_sc_hd__ha_1 (6.7%), sky130_fd_sc_hd__xor2_1 (4.7%). For this design, the slowest cell found on the critical path is sky130_fd_sc_hd__edfxtp_1. The number of antenna-violating nets in the routed design stands at 0. The worst path needs between 2 and 2.5 ns of the cycle, external delays included. The mean instance size in the synthesized netlist stands at 10.44 µm². Warnings reported by Yosys during synthesis add up to 1. The final number of max-transition violations stands at 0.

The kind of cell with the highest combined delay along the critical path is flip-flops. Note that the worst hold path type here is flop to flop. Clock tree synthesis found a total of 9 sinks. The worst VDD IR drop from the latest analysis is 0.2791 mV. In the CTS report, the clock slew at the register clock pins of the worst setup and hold paths is listed as around 0.07 ns.

In the synthesized netlist, the cells that appear most often are sky130_fd_sc_hd__edfxtp_1 (9), sky130_fd_sc_hd__nor2_1 (8), sky130_fd_sc_hd__ha_1 (4), sky130_fd_sc_hd__xor2_1 (4), sky130_fd_sc_hd__a21oi_1 (3). Counting both buffers and inverters, the worst setup path holds a total of 1. For this configuration, the core starts out at a cell density of 22.01%. The leakage component of the power was reported as ~0.0003 µW. Per the OpenROAD floorplan log, the height of the die is 80 µm. The via count of the routed design stands at 584.

The global routing usage on met1 stands at 7.751%. The core outline area stands at ~3400 µm². Looking at the hold checks, the worst path lands on count[7]. Warnings raised by the tools during the run amount to 28. Counting flops and latches in the post-synthesis netlist gives 9. The data required time reported for the critical path is around 2.2 ns.

The transition time recorded at the tightest slew-check pin is 0.4643 ns. Per the TritonCTS log, the buffer count is 3. The largest single stage delay on the critical path is 0.63 ns. Setup slack on the worst reg-to-reg path comes out at 0.78 ns. According to the Yosys statistics, the synthesized design has a chip area of 752.0 µm².

The synthesis report gives the async set-or-reset register share as 0%. The total routing usage reported by global routing stands at 5.001%. The final-report setup violation count stands at 0. For the final database, setup skew stands at 0.006242 ns.

TritonCTS built the clock tree. The flow ran to the end, and the final reports show no timing, DRC or antenna violations. The synthesized instance count stands at roughly 70. Data on the critical path arrives at its endpoint at between 1 and 1.5 ns. Global routing put the most usage on met1. The post-synth count of flops with an enable pin is 9.

The top cell type's share of synthesized area stands at roughly 36%. Routing resource usage on met2 recorded by global route was between 6 and 7%. Looking at the post-CTS report, the setup buffer insertion count equals 0.
[how the worst max path moves through the flow]
stage	cells past startpoint	slack [ns]	to
6_report	1	0.69	count[3]
5_1_grt	6	0.59	count[6]
4_1_cts	1	0.68	count[3]
[stage by stage]
stage                     utilization [%]  worst slack [ns]  cell area, µm²  total power [µW]  cells
after CTS                           26.45            0.6797           903.4             383.3    128
after global placement              25.68            0.4805           877.1             275.6    124
final                               26.45            0.6908           903.4             376.8    128
after detailed placement            25.68            0.4429           877.1             276.3    124
after floorplan                         -             1.028           752.0             247.1     72
after global routing                26.45            0.5865           903.4             402.7    128
[power groups by stage]
stage / combinational, µW / sequential [µW] / clock [µW]
after global routing: 89.8 / 195 / 118
after CTS: 81.9 / 192 / 109
final: 80.2 / 192 / 105
[flip-flops by register name, summed over array words and instances, names as in the netlist]
name	flops
tc	1
count	8
[area by class of cell]
class,instances,area (µm²)
clock buffers,4,26.28
multi-input cells,55,421.7
fillers,380,2512
repair buffers,12,120.1
flip-flops and latches,9,270.3
inverters,2,7.507
well taps,46,57.56
[kinds of logic after synthesis]
kind of cell | Yosys count | synth area share [%]
and+or+nand+nor | 28 | 25.62
AOI/OAI and AO/OA | 14 | 12.48
DFF | 9 | 35.94
buffers and inverters | 8 | 7.987
xor gates and xnor gates | 6 | 6.988
adders and majority gates | 4 | 6.656
muxes | 3 | 4.326
[routing by layer]
layer / vias up / wire [µm]
met2: 15 / 688
li1: 288 / -
met5: - / 0
met4: 0 / 12
met3: 2 / 82
met1: 279 / 799
[placed cells by master, fill, tap and decap left out, types with 2 or more instances in the layout]
cell type	instances
sky130_fd_sc_hd__clkdlybuf4s50_1	12
sky130_fd_sc_hd__edfxtp_1	9
sky130_fd_sc_hd__nor2_1	8
sky130_fd_sc_hd__xor2_1	4
sky130_fd_sc_hd__ha_1	4
sky130_fd_sc_hd__a21oi_1	3
sky130_fd_sc_hd__clkbuf_4	3
sky130_fd_sc_hd__inv_1	2
sky130_fd_sc_hd__nor2b_1	2
sky130_fd_sc_hd__nand2_1	2
sky130_fd_sc_hd__o21ai_1	2
sky130_fd_sc_hd__nor4b_1	2
sky130_fd_sc_hd__o21a_1	2
sky130_fd_sc_hd__nor3b_1	2
sky130_fd_sc_hd__nor3_1	2
sky130_fd_sc_hd__a32oi_1	2
sky130_fd_sc_hd__xnor2_1	2
Power and IR drop assume default switching activity.
