`./config.mk`:
```
export PLATFORM = sky130hd
export DESIGN_NAME = ALU4
export DESIGN_NICKNAME = ALU4
export VERILOG_FILES = /design/flow/design.v
export SDC_FILE = /design/flow/constraint.sdc
export NUM_CORES = 4
export LEC_CHECK = 1
export CORE_AREA = 10 10 93 93
export DIE_AREA = 0 0 103 103
```
`./constraint.sdc`:
```
current_design ALU4

set clk_period 5.5
set clk_io_pct 0.2

create_clock -name clk0 -period $clk_period

set non_clock_inputs [all_inputs -no_clocks]
set_input_delay [expr $clk_period * $clk_io_pct] -clock clk0 $non_clock_inputs
set_output_delay [expr $clk_period * $clk_io_pct] -clock clk0 [all_outputs]
```
`./design.v`:
```
module ALU4(sig, operand1, operand2, result, cout);
    input [2:0] sig;
    input [3:0] operand1, operand2;
    output reg [4:0] result;
    output reg cout = 1'b0;
    parameter [2:0]
        OP1 = 3'b000,
        ADD = 3'b001, 
        SUB = 3'b010,
        DIV = 3'b011,
        REM = 3'b100,
        LSH = 3'b101,
        RSH = 3'b110,
        COM = 3'b111;
    always @(sig or operand1 or operand2)
    begin
        case(sig)
        OP1:begin
                result = operand1;
            end
        ADD:begin
                result = operand1 + operand2;
                cout = result[4];
            end
        SUB:begin
                result = operand1 - operand2;
                cout = result[4];
            end
        DIV:begin
                result = operand1 / operand2;
            end
        REM:begin
                result = operand1 % operand2;
            end
        LSH:begin
                result = operand1 << 1;
            end
        RSH:begin
                result = operand1 >> 1;
            end
        COM:begin
                if(operand1 > operand2)
                    result = 5'b00001;
                else
                    result = 5'b0;
                end
        default:begin
                result = 5'b0;
                cout = 1'b0;
            end
        endcase
    end
endmodule
```
`./run.sh`:
```
#!/bin/bash
# OpenROAD 26Q1-2900-gdf79404cd8, Yosys 0.63+post, stock flow scripts
make -C /OpenROAD-flow-scripts/flow DESIGN_CONFIG=/design/flow/config.mk WORK_HOME=/design/flow/orfs finish
```
==> impl_metrics.env <==
# source this file to load flow results
export IMPL_status="finished with violations"
export IMPL_violations="negative setup slack"
export IMPL_switching_share=0.4383
export IMPL_unclocked_regs=1
export IMPL_p_int_uw=190.6
export IMPL_syn_inst=184
export IMPL_wl_per_cell_um=13.61
export IMPL_holdPathStages=6
export IMPL_tool_warnings=40
export IMPL_portBuffers=17
export IMPL_cp_slowest_cell="or3_1"
export IMPL_finalWorstSetupSlack_ns=-1.091
export IMPL_fin_cells=334
export IMPL_critPathRequiredTime_ns=4.40
export IMPL_drtPass1Iterations=4
export IMPL_worstSetupEndpointType="primary output"
export IMPL_period_used=1.198
export IMPL_synthTopCellsByArea="ha_1 20%, inv_1 5.5%, fa_1 4.6%"
export IMPL_relSlewSlack=0.5685
export IMPL_critPathKind="in2out"
export IMPL_dr_wl_met2_mm=2.120
export IMPL_clock_fmax_mhz=151.7
export IMPL_min_from="operand2[0]"
export IMPL_routabilityCongestion=1.003
export IMPL_vias=1612
export IMPL_power_density_mw_per_mm2=155.0
export IMPL_crit_family="AND-OR/OR-AND gates"
export IMPL_totalWireLength_mm=4.547
export IMPL_postRouteAntennaNets=0
export IMPL_post_route_min_period_ns=6.591
export IMPL_edf_count=0
export IMPL_grt_pass1_wl_mm=7.493
export IMPL_power_frac_seq=0.004
export IMPL_worstHoldPathType="in2out"
export IMPL_synth_top_area_share=0.2017
export IMPL_untimed_endpoints=2
export IMPL_avgSynthCellArea_um2=7.079
export IMPL_ys_warn_count=1
export IMPL_die_x_um=103
export IMPL_netlist_area_mm2=0.001302
export IMPL_yosys_area_top_type="ha_1"
export IMPL_power_total_uw=339.3
export IMPL_antenna_cells=0
export IMPL_wl_met3_um=222
export IMPL_cp_buffers_inverters=6
export IMPL_hold_slack_ns=2.825
export IMPL_viasPerCell=4.826
export IMPL_drv_cap=0
export IMPL_core_mm2=0.006756
export IMPL_synth_flops=1
export IMPL_yosysChipArea_mm2=0.001302
export IMPL_drive_gt1_frac=0.4094
export IMPL_syn_to_final_growth_pct=68.11
export IMPL_ys_cells=184
export IMPL_grt_ovfl_total=0
export IMPL_setup_viol_count_final=5
export IMPL_crit_path_max_fanout=5
export IMPL_pin_count=17
export IMPL_p_leak_nw=0.9601
export IMPL_cts_hold_buf=0
export IMPL_async_reset_ff_frac=0
export IMPL_fp_dieArea_mm2=0.01061
export IMPL_lay_top_cells="58 x buf_4, 16 x inv_1, 15 x ha_1"
export IMPL_antenna_found_initial=0
export IMPL_crit_top_cell="ha_4"
export IMPL_worstSetupStartpointType="input port"
export IMPL_grt_max_degree=18
export IMPL_synthFlopType="dlxtn_1"
export IMPL_whs_endpoint="result[4]"
export IMPL_drt_met1_wl_mm=2.180
export IMPL_fp_util=0.1928
export IMPL_rows=30
export IMPL_place_inst=321
export IMPL_critical_path_max_stage_delay_ns=0.34
export IMPL_dp_hpwl_mm=3.596
export IMPL_hold_viol=0
export IMPL_lay_top_count="buf_4"
export IMPL_largest_reg_flops=1
export IMPL_die_h_um=103
export IMPL_first_global_vias=1530
export IMPL_drc_errors=0
export IMPL_grt_util_all_layers=0.08655
export IMPL_final_util=0.3241
export IMPL_power_net_switching_uw=148.7
export IMPL_cp_depth=27
export IMPL_pwr_share_comb=0.996
export IMPL_tightest_slew_ns=0.6452
export IMPL_vdd_ir_drop_max_mv=0.05439
export IMPL_fillers=661
export IMPL_dr_max_layer_used="met4"
export IMPL_drt_iter0_markers=93
export IMPL_rsz0062_at_grt="true"
export IMPL_p_clk_frac=0
export IMPL_cp_data_arrival_time_ns=5.49
export IMPL_synth_distinct_cells=50
export IMPL_tns_ns=-5.176
export IMPL_maxSlewViolCount=0
## layer usage
layer | track usage | up-vias
li1 | - | 813
met1 | 0.1221 | 757
met2 | 0.1458 | 40
met3 | 0.008802 | 2
met4 | 0.004278 | 0
met5 | 0 | -
## through the flow
stage / instance area [um2] / setup WS, ns
2_1_floorplan: 1378 / -1.120
3_3_place_gp: 1987 / -2.062
3_5_place_dp: 1987 / -2.126
4_1_cts: 2095 / -1.234
5_1_grt: 2190 / -1.376
6_report: 2190 / -1.091
## power by group through the flow
stage,combinational (mW),sequential (mW),clock (mW)
finish,0.338,0.00153,0
global route,0.369,0.00157,0
CTS,0.310,0.00157,0
## repair_timing
item	in CTS	in global routing
setup endpoints to repair	5	5
pin swaps	24	25
buffers inserted	6	8
gates cloned	0	0
gates resized	56	11
## Yosys cell counts, drive strengths merged, types with 3 or more instances
library cell  number
ha                21
inv               19
nor2              14
o21ai             12
a21oi             11
nand2             10
nor3               9
clkbuf             7
nor2b              7
nand2b             6
mux2i              5
o21a               5
nand4              4
xnor2              4
fa                 3
nand3              3
o31ai              3
or2                3
or3                3
## how the worst max path moves through the flow
stage | start | endpoint | slack, ns
CTS | operand2[1] | result[1] | -1.23
global route | operand2[0] | result[1] | -1.38
finish | operand2[1] | result[1] | -1.09
## cells by family after synthesis
group / after synthesis / share of synthesized area
latches: 1 / 0.01152
AND/OR/NAND/NOR: 67 / 0.2757
adder cells (fa/ha/maj): 25 / 0.2555
multiplexers: 7 / 0.05572
AND-OR/OR-AND: 53 / 0.2968
buffers and inverters: 26 / 0.07493
XOR/XNOR: 4 / 0.02689
other: 1 / 0.002879
## layout make-up
| class | count | area, um2 | area share |
|---|---|---|---|
| inverters | 19 | 80.08 | 0.03657 |
| multi-input cells | 157 | 1381 | 0.6309 |
| flip-flops and latches | 1 | 15.01 | 0.006857 |
| well taps | 80 | 100.1 | 0.04571 |
| repair buffers | 77 | 613.1 | 0.2800 |
## tightest hold or removal path: stages
cell and delay, ns:
buf_8 0.08, buf_4 0.14, nor4_1 0.06, o21ai_0 0.13, nand3_1 0.10, buf_2 0.12
Power and IR drop assume default switching activity.
