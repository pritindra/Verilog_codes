--- design/flow/design.v ---
module FA(sum, cout, a, b, cin);
    output [3:0] sum;
    output cout;
    input [3:0] a,b;
    input cin;
    wire p0,p1,p2,p3, g0,g1,g2,g3;
    wire c1,c2,c3,c4;
    assign
        p0 = a[0] ^ b[0],
        p1 = a[1] ^ b[1],
        p2 = a[2] ^ b[2],
        p3 = a[3] ^ b[3];
    assign
        g0 = a[0] & b[0],
        g1 = a[1] & b[1],
        g2 = a[2] & b[2],
        g3 = a[3] & b[3];
    assign
        c1 = g0 | (p0 & cin),
        c2 = g1 | (p1 & g0) | (p1 & p0 & cin),
        c3 = g2 | (p2 & p1) | (p2 & p1 & g0) | (p2 & p1 & p0 & cin),
        c4 = g3 | (p3 & g2) | (p3 & p2 & g1) | (p3 & p2 & p1 & g0) | (p3 & p2 & p1 & p0 & cin);
    assign sum[0] = p0 ^ cin,
        sum[1] = p1 ^ c1,
        sum[2] = p2 ^ c2,
        sum[3] = p3 ^ c3;
    assign cout = c4;
endmodule
--- design/flow/run.sh ---
#!/bin/bash
# OpenROAD 26Q1-2900-gdf79404cd8, Yosys 0.63+post, stock flow scripts
make -C /OpenROAD-flow-scripts/flow DESIGN_CONFIG=/design/flow/config.mk WORK_HOME=/design/flow/orfs finish
--- design/flow/config.mk ---
export PLATFORM = sky130hd
export DESIGN_NAME = FA
export DESIGN_NICKNAME = FA
export VERILOG_FILES = /design/flow/design.v
export SDC_FILE = /design/flow/constraint.sdc
export NUM_CORES = 4
export LEC_CHECK = 1
export CORE_AREA = 10 10 70 70
export DIE_AREA = 0 0 80 80
--- design/flow/constraint.sdc ---
current_design FA

set clk_period 2.4
set clk_io_pct 0.2

create_clock -name clk0 -period $clk_period

set non_clock_inputs [all_inputs -no_clocks]
set_input_delay [expr $clk_period * $clk_io_pct] -clock clk0 $non_clock_inputs
set_output_delay [expr $clk_period * $clk_io_pct] -clock clk0 [all_outputs]
==> run summary <==
flow finished, numbers: status=finished, final reports clean, yosys stat area=177.7 sq um, ant diodes=0, tool warnings=33, Cell Pwr Density=210.5 nW/um^2, Worst-Margin Slew=0.1725 ns, Setup CP Type=input port to output pin, grt total ovfl=0, Seq pwr share=0, GRT Overall Usage=0.01989, vias in the first global route=216, Cell Int Power=62.61 uW, GP Congestion=0.7037, Synth area leader=ha_1, Hold Path Class=input port to output pin, fin util=0.1300, Layout area overhead=150.0%, initial antenna violation count=0, Sw Pwr=30.89 uW, final period utilization=0.9736, CP Launch Type=input port, Setup Slack @ Placement=-0.3160 ns, Design Area, Final=444.2 sq um, average cell area after synthesis=8.884 sq um, setup tns final=0 ns, slowest CP cell=clkdlybuf4s50_1, FMAX=428.0 MHz, Ports=14, WL final=669 microns, Die Y=80 microns, largest net degree at the start of global routing=5, Ys Warns=0, top cells by count, synth=ha_1, inv_1, xnor2_1, a21o_1, Remaining DRCs=0, number of DRC markers in iteration 0=0, Buf/Inv on CP=3, Hold Slack=1.613 ns, Cells after Synth=20, global-route wire length before repair=1055 microns, Worst Path Arrival=1.86 ns, row cnt=21, via count=202, Detailed Place HPWL=553 microns, filler cell count=401, Clk pwr share=0, max cap viols=0, Combinational Power Share=1.000, 1st-pass router iterations=1, Final ANT Viol Nets=0, Final Hold Violating Endpoints=0, unrepaired setup endpoints after global routing=false, crit path DRT=1.92 ns, FF+latch area=0 sq um, Logic area=203.9 sq um, Flops=0, Final WS setup=0.06341 ns, max incr delay on CP=0.49 ns, DP Area=397.9 sq um, Non-Filler Instances=84, yosys cell count=20, max_slew headroom=0.8848, power after layout=93.51 uW, VDD IR max=0.00008735 V, share of cells above drive strength 1=0.3158, drt via density=2.405, Post-synth seq share=0, Top-area cell share=0.3521, Placed Cells=83, Critical Path, Cell by Cell=clkdlybuf4s15_2 -> inv_1 -> fa_1 -> xnor2_1 -> clkdlybuf4s50_1, Synth Cell Area=177.7 sq um, fin crit period=2.337 ns, Switching Share=0.3304, Port Buffers=14, CP endpoint kind=output pin, max-slew violation count=0, die area=6400 sq um, most frequent cell after synthesis=ha_1, core area=3416 sq um, Initial Util=0.05201, CLK BUF=0, Cell Type Count=10, final setup fails=0, P_leak=0.1918 nW, top cells, area=ha_1, xnor2_1, fa_1, largest fanout on the critical path=3, WL per Instance=7.964 microns, Die W=80 microns, CP delay by family, top=buffers and inverters
[path summary, 6_finish.rpt]
kind | start | end | slack [ns] | depth (start not counted)
max | a[0] | sum[1] | 0.06 | 5
min | a[2] | sum[3] | 1.61 | 5
[area by class of cell]
type / count / share of cell area
Multi-Input combinational cell: 16 / 0.4592
Timing Repair Buffer: 18 / 0.3775
Tap cell: 46 / 0.1296
Inverter: 4 / 0.03380
[timing repair]
action                                  CTS  global route
hold buffers                              0             0
gates resized                            17             1
endpoints found under the setup margin    5             3
setup buffers                             1             0
pin swaps                                 5             4
[cell usage in the layout, fill, tap and decap left out, types with 2 or more instances in the layout]
cell	Yosys	routed
a21o_1	2	2
a21oi_2	1	2
buf_4	0	4
clkdlybuf4s15_2	0	2
clkdlybuf4s50_1	0	5
dlygate4sd2_1	0	6
ha_1	5	2
ha_4	0	3
inv_1	4	4
xnor2_1	3	3
[cells by family after synthesis]
family / count (synthesis) / share of synthesized area
AOI/OAI and AO/OA: 7 / 0.3028
xor gates and xnor gates: 3 / 0.1479
adders and majority gates: 6 / 0.4648
buffers and inverters: 4 / 0.08448
[layer usage]
layer  part of all wire  track usage  up-vias
li1                   -            -      105
met1               0.62      0.03380       84
met2               0.25      0.02327       13
met3               0.13     0.006818        0
met4                  0            0        0
met5                  0            0        -
[tightest hold or removal path, cell delays in order]
cell            delay, ns
dlygate4sd2_1        0.24
ha_4                 0.14
a21oi_2              0.03
xnor2_1              0.11
dlymetal6s2s_1       0.13
[power groups by stage]
stage / Sequential, mW / Clock, mW / Combinational [mW]
CTS: 0 / 0 / 0.0962
global route: 0 / 0 / 0.105
finish: 0 / 0 / 0.0935
Power and IR drop assume default switching activity.
